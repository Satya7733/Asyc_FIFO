`./config.mk`:
```
export PLATFORM = sky130hd
export DESIGN_NAME = FIFO
export DESIGN_NICKNAME = FIFO
export VERILOG_FILES = /design/flow/design.v
export SDC_FILE = /design/flow/constraint.sdc
export NUM_CORES = 4
export LEC_CHECK = 1
export CORE_UTILIZATION = 30
```
`./constraint.sdc`:
```
current_design FIFO

set clk_period 4.2
set clk_io_pct 0.2

create_clock -name clk0 -period $clk_period [get_ports {rd_clk}]
create_clock -name clk1 -period $clk_period [get_ports {wr_clk}]

set non_clock_inputs [all_inputs -no_clocks]
set_input_delay [expr $clk_period * $clk_io_pct] -clock clk0 $non_clock_inputs
set_output_delay [expr $clk_period * $clk_io_pct] -clock clk0 [all_outputs]
```
`./design.v`:
```
module FIFO #(parameter DSIZE = 8, 
		parameter ASIZE = 4)(
		input logic [DSIZE-1: 0]wr_data,
		input logic wr_clk, wr_rst, wr_inc,
		input logic rd_clk, rd_rst, rd_inc,
		output logic [DSIZE-1: 0]rd_data,
		output logic rd_empty,wr_full
	);
logic [ASIZE:0] rd_ptr, wr_ptr, rd_q2_ptr, wr_q2_ptr;
logic [ASIZE-1:0] rd_addr, wr_addr;
fifo_memory #( DSIZE, ASIZE) fifo_mem (.en(wr_inc)
		,.clk(wr_clk)
		,.*);
rd_empty #(ASIZE) fifo_empty( .* );
wr_full #(ASIZE) fifo_full(.wr_q2_rptr(rd_q2_ptr), .*);
ff_sync #(ASIZE + 1) r2w(.dq2(rd_q2_ptr)
		,.din(rd_ptr)
		,.clk(wr_clk)
		,.rst(wr_rst)); 
ff_sync #(ASIZE + 1) w2r(.dq2(wr_q2_ptr)
		,.din(wr_ptr)
		,.clk(rd_clk)
		,.rst(rd_rst));
endmodule
module ff_sync #(parameter SIZE = 4)( 
    output logic [SIZE-1:0] dq2,    
    input logic [SIZE-1:0] din,        
    input logic clk, rst             
    );
    logic [SIZE -1 :0] dq1;  
    always @(posedge clk or negedge rst) begin
        if (!rst) begin
           	dq2<=0;
		dq1<=0;        
		end
        else begin 
 		{dq2, dq1} <= {dq1, din};
		end	   
 	end 
endmodule
module rd_empty #(parameter ADDR_SIZE = 4)(input logic rd_clk, rd_rst, rd_inc, 
					input logic [ADDR_SIZE:0] wr_q2_ptr, 
					output logic [ADDR_SIZE:0] rd_ptr,
					output logic [ADDR_SIZE-1:0] rd_addr, 
					output logic rd_empty );
logic [ADDR_SIZE: 0] rd_bin, rd_bin_next, rd_gray_next;
wire rd_empty_temp;
always@(posedge rd_clk or negedge rd_rst) begin
if(!rd_rst)begin
	rd_ptr <= 0;
	rd_bin <= 0;
end
else begin
	rd_ptr <= rd_gray_next; 
	rd_bin <= rd_bin_next;
end
end
assign rd_addr = rd_bin[ADDR_SIZE-1 : 0];  
assign rd_bin_next = rd_bin + (rd_inc &  ~rd_empty);  
assign rd_gray_next = (rd_bin_next >> 1) ^ rd_bin_next;  
assign rd_empty_temp = (rd_gray_next == wr_q2_ptr);  
always@(posedge rd_clk or negedge rd_rst)begin
if(!rd_rst) rd_empty <= 1;
else rd_empty <= rd_empty_temp;
end
endmodule
module wr_full #(parameter ADDR_SIZE = 4)(
	input [ADDR_SIZE:0]wr_q2_rptr,
	input wr_inc, wr_clk, wr_rst,
	output reg wr_full,
	output [ADDR_SIZE-1:0] wr_addr,
	output reg [ADDR_SIZE:0] wr_ptr);
	reg [ADDR_SIZE:0] wr_bin;
	wire [ADDR_SIZE:0] wr_gray_next, wr_bin_next;
	wire wr_full_val;
	always @(posedge wr_clk or negedge wr_rst) begin
		if(!wr_rst) {wr_bin, wr_ptr} <= 0;
		else {wr_bin, wr_ptr} <= {wr_bin_next, wr_gray_next};
	end
	assign wr_addr = wr_bin[ADDR_SIZE-1:0];
	assign wr_bin_next = wr_bin + (wr_inc & ~wr_full);
	assign wr_gray_next = (wr_bin_next>>1)^wr_bin_next;    
	always @(posedge wr_clk or negedge wr_rst) begin
        if (!wr_rst)           
            wr_full <= 1'b0;
        else 
            wr_full <= wr_full_val;
    end
assign wr_full_val = (wr_gray_next=={~wr_q2_rptr[ADDR_SIZE:ADDR_SIZE -1], wr_q2_rptr[ADDR_SIZE-2:0]});
endmodule
module fifo_memory #(parameter DATA_SIZE = 8, parameter ADDR_SIZE = 4)(
	input [DATA_SIZE-1:0] wr_data,
	input [ADDR_SIZE-1:0] wr_addr, rd_addr,
	input en, wr_full, clk, rd_inc, rd_clk,
	output reg [DATA_SIZE-1:0] rd_data);
	localparam DEPTH = 1<<ADDR_SIZE;  
	reg [DATA_SIZE-1:0] mem [0:DEPTH-1];
	always @(posedge rd_clk) begin
		if (rd_inc)rd_data = mem[rd_addr];
	end
	always @(posedge clk) begin
	if(en && !wr_full) begin 
		mem[wr_addr] <= wr_data;
	end
	end
endmodule
```
`./run.sh`:
```
#!/bin/bash
# OpenROAD 26Q1-2900-gdf79404cd8, Yosys 0.63+post, stock flow scripts
make -C /OpenROAD-flow-scripts/flow DESIGN_CONFIG=/design/flow/config.mk WORK_HOME=/design/flow/orfs finish
```
==> run summary <==
The layout was made with Yosys and OpenROAD.

For reference, the most critical setup path is categorized as in2reg. The diode insertion count for antenna repair is 0. After detailed routing, the number of vias per cell comes to 4.628. After floorplanning, the core was divided into ~53 placement rows.

Among all flip-flop cells after synthesis, the most frequent one is sky130_fd_sc_hd__edfxtp_1. The logs give a warning total of 26. Setup violations remaining at the end of the flow were counted as 0. Per the layout report, the design carries between 1.5k and 2k filler cells. Counting instances in the post-synthesis netlist gives the leading cell types as 136 x sky130_fd_sc_hd__edfxtp_1, 39 x sky130_fd_sc_hd__dfrtp_1, 32 x sky130_fd_sc_hd__mux4_2. The number of antenna violations at the first check in global routing came to 0.

The post-cts resize count is 0. The post-synthesis cell type with the largest instance count is sky130_fd_sc_hd__edfxtp_1. The number of post-CTS setup repair buffers is 0. The power after layout is about 5.7 mW. Per the breakdown, switching nets consume ~28% of all power. The area of the mapped netlist is roughly 6600 µm².

By area the synthesized netlist is led by sky130_fd_sc_hd__edfxtp_1 62%, sky130_fd_sc_hd__dfrtp_1 15%, sky130_fd_sc_hd__mux4_2 11%. The combinational share of power is 25.3%. Detailed-route iteration 0 reported a violation count of between 100 and 150.

The max-slew headroom at the worst pin is 48.83%. The analysis attributes to net switching a power of around 1.6 mW. The chip area in the Yosys report is 6588 µm². The finished cells cover ~7900 µm². The largest net degree at the start of global routing is 21. The clock sink count is about 180. The leakage component of the power was reported as roughly 2.7 nW. Hold repair after CTS inserted 0 buffers. Of the synthesized area, sequential elements account for roughly 77%. Yosys mapped the design onto 29 distinct sky130hd cell types. The number of iterations in the first detailed-routing pass is 4. The max-cap check violation count is 0.

The count of input and output buffers is 22. According to the floorplan report, the die height is between 150 and 200 µm. The fraction of synthesis flops using an asynchronous set or reset pin is between 20% and 30%. The total count of hold-check failures in the final report is 0.

The combinational gate area is between 1000 and 1500 µm². The first global-routing pass estimated about 19 mm of wire. Across the VDD grid, the largest voltage drop is about 0.26 mV. The total negative setup slack is 0 ns. Sequential cells account for between 40 and 50% of the total power. The congestion estimate from routability-driven global placement came to 0.7818. Per the post-synthesis stats, the area per cell is 20.33 µm². The number of nets with antenna violations after detailed routing is 0. Checking hold timing, the worst path is listed with class reg2reg. The TritonCTS clock tree is built. The wire-length estimate of the detail-placed layout is approximately 7.5 mm.

The routed wire length is about 12 mm. The overall track demand over capacity in global routing is around 12%. The number of non-filler instances in the completed layout is 659.

The maximum fanout count along the critical path is 9. The starting utilization of the core area is a little under a third. The type of destination of the critical path is a flip-flop. The cell count listed in synth_stat.txt is ~320. The via count is 3050.

The flip-flop and latch area is a little over 5000 µm². The flow ran to the end, and the final reports show no timing, DRC or antenna violations. The arrival time of the worst setup path is between 3 and 4 ns. Dividing the detail-routed wire length by the instance count gives ~18 µm. The flow reported a cell area power density of just over 700 nW/µm².

In the final report, the number of pins over their slew limit comes to 0. The count of placed standard cells including taps is between 600 and 700. Synthesis produced a netlist whose cell count is 324. STA classifies the critical path startpoint as a primary input.

The area of the die is between 20000 and 25000 µm². The required time at the worst-slack endpoint is approximately 4.4 ns. The number of global-route vias before repair is between 3k and 4k. The overall overflow remaining after global route is 0. The horizontal extent of the die is 150.2 µm. Synthesis inferred 176 register bits. The fraction of layout instances using a drive strength above 1 is between 20% and 30%. The post-route utilization of the core is recorded as between 30 and 40%.

The region available for standard cell placement spans roughly 21000 µm². The internal power of the cells totals around 4 mW. Across all setup checks in the final design, the least slack found is approximately 1.2 ns. The clock network is responsible for 29.8% of the overall power.

The number of primary I/O pins is 24. Setup repair after global routing left no endpoint under its margin. The Yosys warning count is 4. Between the synthesized netlist and the finished layout, the area growth was recorded as 19.60%. Across all hold checks on the routed design, the worst slack comes to roughly 0.23 ns.

The post-detailed-route DRC marker count is 0. Detailed placement reports a standard cell area of 7213 µm². The number of enable flip-flop cells is around 140. The clock transition time at the flip-flop clock pins of the worst setup and hold paths is about 0.07 ns. The pin slew with the least headroom to its limit is between 0.7 and 0.8 ns. The cell taking the most area after synthesis is sky130_fd_sc_hd__edfxtp_1. The top-area cell type share of the netlist area is approximately three fifths. The post-route clock skew is 0.009177 ns. Before CTS, the worst setup slack after placement is between 0.8 and 0.9 ns.
[layout make-up]
| cell class | instances | area share (%) |
|---|---|---|
| repair buffers | 39 | 4.415 |
| multi-input cells | 129 | 18.01 |
| inverters | 4 | 0.1906 |
| well taps | 275 | 4.367 |
| flip-flops and latches | 176 | 64.57 |
| clock buffers | 23 | 6.765 |
| clock inverters | 13 | 1.683 |
[layout by cell type, fill, tap and decap left out, types with 3 or more instances in the layout]
master	n
sky130_fd_sc_hd__nor2b_1	3
sky130_fd_sc_hd__ha_1	4
sky130_fd_sc_hd__inv_1	4
sky130_fd_sc_hd__nor2_1	13
sky130_fd_sc_hd__nand2_1	9
sky130_fd_sc_hd__nand3_1	8
sky130_fd_sc_hd__clkdlybuf4s50_1	22
sky130_fd_sc_hd__clkbuf_16	21
sky130_fd_sc_hd__xor2_1	12
sky130_fd_sc_hd__buf_4	17
sky130_fd_sc_hd__dfrtp_1	38
sky130_fd_sc_hd__a22oi_1	16
sky130_fd_sc_hd__nor3_1	4
sky130_fd_sc_hd__or3_1	4
sky130_fd_sc_hd__inv_6	3
sky130_fd_sc_hd__clkinv_1	3
sky130_fd_sc_hd__edfxtp_1	136
sky130_fd_sc_hd__mux4_2	32
sky130_fd_sc_hd__xnor2_1	9
[registers in the layout, indices dropped and copies added (netlist names)]
| signal | flops |
|---|---|
| fifo_empty.rd_bin | 4 |
| fifo_empty.rd_empty | 1 |
| fifo_empty.rd_ptr | 5 |
| fifo_full.wr_bin | 4 |
| fifo_full.wr_full | 1 |
| fifo_full.wr_ptr | 5 |
| fifo_mem.mem | 128 |
| fifo_mem.rd_data | 8 |
| r2w.dq1 | 5 |
| r2w.dq2 | 5 |
| w2r.dq1 | 5 |
| w2r.dq2 | 5 |
[layer usage]
metal / wire length, µm / global-route usage [%] / part of all wire [%] / vias up
met1: 4961 / 16.20 / 42 / 1536
li1: - / - / - / 1371
met4: 157 / 1.818 / 1.3 / 0
met2: 5484 / 17.55 / 46 / 133
met5: 0 / 0 / 0 / -
met3: 1224 / 7.604 / 10 / 10
[worst paths after layout]
check	from	to	slack, ns	cells past startpoint
max in group clk1	wr_inc	fifo_full.wr_full	1.44	8
max in group asynchronous	rd_rst	fifo_empty.rd_empty	3.04	2
min in group asynchronous	wr_rst	fifo_full.wr_bin[3]	0.76	2
setup / recovery	rd_inc	fifo_empty.rd_empty	1.18	8
min in group clk0	w2r.dq1[0]	w2r.dq2[0]	0.35	0
setup reg to reg	fifo_empty.rd_bin[0]	fifo_mem.rd_data[4]	1.70	4
hold reg to reg	fifo_empty.rd_ptr[1]	r2w.dq1[1]	0.23	0
hold / removal	fifo_empty.rd_ptr[1]	r2w.dq1[1]	0.23	0
[cells by family (layout without fill, tap and decap cells)]
family / after synthesis / count (layout) / share of synthesized area, %
multiplexers: 32 / 32 / 10.94
adder cells (fa/ha/maj): 4 / 4 / 0.7598
AND-OR/OR-AND: 20 / 20 / 2.412
XOR/XNOR: 24 / 24 / 3.742
buffers and inverters: 19 / 79 / 1.253
flip-flops: 176 / 176 / 77.21
AND/OR/NAND/NOR: 49 / 49 / 3.685
[worst max-delay path: stages]
cell                              delay, ns
sky130_fd_sc_hd__clkdlybuf4s50_1       0.68
sky130_fd_sc_hd__nor2b_1               0.19
sky130_fd_sc_hd__ha_1                  0.19
sky130_fd_sc_hd__ha_1                  0.24
sky130_fd_sc_hd__xor2_1                0.30
sky130_fd_sc_hd__xor2_1                0.13
sky130_fd_sc_hd__or3_1                 0.38
sky130_fd_sc_hd__a221oi_2              0.25
[power by group through the flow]
stage	Clock [mW]	Sequential, mW	Combinational, mW
after CTS	1.73	2.56	1.46
after global routing	1.80	2.60	1.60
final	1.69	2.54	1.44
Power and IR drop assume default switching activity.
